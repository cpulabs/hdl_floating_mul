File: design/flow/design.v
`default_nettype none
module fmul_72bit_exception #(
		parameter P_ZERO = {11'h000, 60'h000_0000_0000_0000},
		parameter P_INF = {11'hfff, 60'h000_0000_0000_0000},
		parameter P_NAN = {11'hfff, 60'h800_0000_0000_0000}
	)(
		input wire iCLOCK,
		input wire inRESET,
		input wire iRESET_SYNC,
		input wire iDATA_VALID,
		output wire oDATA_BUSY,
		input wire iDATA_SIGN,
		input wire [12:0] iDATA_EXP,
		input wire [60:0] iDATA_FRACT,
		input wire iDATA_EXCEPT_EXP_A0,
		input wire iDATA_EXCEPT_EXP_B0,
		input wire iDATA_EXCEPT_EXP_A1,
		input wire iDATA_EXCEPT_EXP_B1,
		input wire iDATA_EXCEPT_FRACT_A0,
		input wire iDATA_EXCEPT_FRACT_B0,
		output wire oDATA_VALID,
		input wire iDATA_BUSY,
		output wire [71:0] oDATA
	);
	function [71:0] func_make_out;
		input func_except_exp_a0;
		input func_except_exp_b0;
		input func_except_exp_a1;
		input func_except_exp_b1;
		input func_except_flatc_a0;
		input func_except_flatc_b0;
		input func_sign;
		input [10:0] func_exp;
		input [59:0] func_fract;
		begin
			casex({func_except_exp_a0, func_except_exp_a1, func_except_flatc_a0, func_except_exp_b0, func_except_exp_b1, func_except_flatc_b0})
				6'b10x_10x : func_make_out = {func_sign, P_ZERO};
				6'b10x_011 : func_make_out = {func_sign, P_NAN};
				6'b10x_010 : func_make_out = {func_sign, P_NAN};
				6'b10x_00x : func_make_out = {func_sign, P_ZERO};
				6'b011_10x : func_make_out = {func_sign, P_NAN};
				6'b011_011 : func_make_out = {func_sign, P_INF};
				6'b011_010 : func_make_out = {func_sign, P_NAN};
				6'b011_00x : func_make_out = {func_sign, P_INF};
				6'b010_xxx : func_make_out = {func_sign, P_NAN};
				6'b00x_10x : func_make_out = {func_sign, P_ZERO};
				6'b00x_011 : func_make_out = {func_sign, P_INF};
				6'b00x_010 : func_make_out = {func_sign, P_NAN};
				6'b00x_00x : func_make_out = {func_sign, func_exp, func_fract};
				default : func_make_out = {func_sign, P_NAN};
			endcase
		end
	endfunction
	reg [10:0] exp;
	reg [59:0] fract;
	always_comb begin
		if(iDATA_EXP[12])begin
			exp = 11'h00;
			fract = 60'h0;
		end
		else if(iDATA_EXP[11])begin
			exp = 11'hfff;
			fract = 60'h0;
		end
		else begin
			exp = iDATA_EXP[10:0];
			fract = iDATA_FRACT[59:0];
		end
	end
	wire [71:0] result_data = func_make_out(
		iDATA_EXCEPT_EXP_A0,
		iDATA_EXCEPT_EXP_B0,
		iDATA_EXCEPT_EXP_A1,
		iDATA_EXCEPT_EXP_B1,
		iDATA_EXCEPT_FRACT_A0,
		iDATA_EXCEPT_FRACT_B0,
		iDATA_SIGN,
		exp,
		fract
	);
	reg b_valid;
	reg [71:0] b_data;
	always_ff@(posedge iCLOCK or negedge inRESET)begin
		if(!inRESET)begin
			b_valid <= 1'b0;
			b_data <= 36'h0;
		end
		else if(iRESET_SYNC)begin
			b_valid <= 1'b0;
			b_data <= 36'h0;
		end
		else begin
			if(!iDATA_BUSY)begin
				b_valid <= iDATA_VALID;
				b_data <= result_data;
			end
		end
	end
	assign oDATA_BUSY = iDATA_BUSY;
	assign oDATA_VALID = b_valid;
	assign oDATA = b_data;
endmodule
`default_nettype wire
File: design/flow/constraint.sdc
current_design fmul_72bit_exception

set clk_period 1.0
set clk_io_pct 0.2

create_clock -name clk0 -period $clk_period [get_ports {iCLOCK}]

set non_clock_inputs [all_inputs -no_clocks]
set_input_delay [expr $clk_period * $clk_io_pct] -clock clk0 $non_clock_inputs
set_output_delay [expr $clk_period * $clk_io_pct] -clock clk0 [all_outputs]
File: design/flow/config.mk
export PLATFORM = sky130hd
export DESIGN_NAME = fmul_72bit_exception
export DESIGN_NICKNAME = fmul_72bit_exception
export VERILOG_FILES = /design/flow/design.v
export SDC_FILE = /design/flow/constraint.sdc
export NUM_CORES = 4
export LEC_CHECK = 1
export CORE_UTILIZATION = 40
export SYNTH_HDL_FRONTEND = slang
File: design/flow/run.sh
#!/bin/bash
# OpenROAD 26Q1-2900-gdf79404cd8, Yosys 0.63+post, stock flow scripts
make -C /OpenROAD-flow-scripts/flow DESIGN_CONFIG=/design/flow/config.mk WORK_HOME=/design/flow/orfs finish
==> results.json <==
{
  "avgSynthCellArea_um2": 9.931,
  "power.total_mw": 6.441,
  "fp-row-count": 32,
  "grtUsageTotal": 0.2367,
  "period_minus_slack_ns": 1.048,
  "place_inst": 590,
  "finalClockPeriodUsage": 1.048,
  "ys_ff": 73,
  "fp.dieH_um": 93.34,
  "top_usage_layer": "met2",
  "rr_worst_depth": 4,
  "grt_pass1_wl_mm": 15.68,
  "synth_cell_types": 19,
  "worst_slack_ns": -0.04755,
  "syn_area_um2": 3337,
  "clock_latency_ns": 0.33,
  "grt_util_met3": 0.07444,
  "fmax_mhz": 954.6,
  "wl_per_cell_um": 15.51,
  "criticalPathCategory": "flop to primary output",
  "crit_path_start_kind": "flop",
  "rsz0062_at_grt": "yes",
  "crit_buf_inv": 1,
  "worst-slew-pin-transition_ns": 0.4018,
  "yosysTopAreaCell": "dfrtp_1",
  "topCellsByArea": "dfrtp_1 (55%), nand4b_1 (15%), a21oi_1 (8.8%)",
  "grtUsageMet1": 0.3474,
  "ir_drop_v": 0.0008178,
  "ys.flop_type": "dfrtp_1",
  "clk_pin_slew_ns": 0.08,
  "final_hold_viol_count": 73,
  "area_growth_pct": 65.32,
  "crit_path_top_delay_cell": "dfrtp_1",
  "floorplanUtilization": 0.4231,
  "warnings": 32,
  "async_reset_ff_frac": 1.000,
  "dieArea_um2": 8711,
  "drt-pass1-iter-count": 4,
  "reg2reg_slack_ns": 0.09,
  "numCtsBuffers": 9,
  "setup_tns_ns": -2.487,
  "synth-edff-count": 0,
  "place.gp.congestion": 0.8048,
  "finalClockSkew_ns": 0,
  "setup_viol": 73,
  "grtUsageMet2": 0.3744,
  "hpwlAfterDp_mm": 6.417,
  "netlist_instances": 336,
  "grt_max_degree": 74,
  "die_w_um": 93.34,
  "h-tree-depth": 3,
  "failed_checks": "negative hold slack, negative setup slack",
  "grt_overflow": 0,
  "synth_chip_area_um2": 3337,
  "r2r_end": "oDATA[65]",
  "drv_cap": 0,
  "worst_setup_path_end_kind": "primary output",
  "flop_area_um2": 1827,
  "drtAntennaViolNets": 0,
  "worstHoldPathType": "input port to async pin",
  "place_area_um2": 5245,
  "numPortBuffers": 158,
  "clk_path_buf_depth": 2,
  "num-fill-cells": 611,
  "synth_warnings": 0,
  "ys_cells": 336,
  "power_density_nw_per_um2": 1168,
  "holdWs_ns": -0.1470,
  "ios": 160,
  "cts_sinks": 73,
  "vias": 3341,
  "layout.area.comb_um2": 1325,
  "cpPeakStageDelay_ns": 0.39,
  "drc": 0,
  "slew_headroom": 0.7321,
  "status": "complete, but fails checks",
  "fp.coreArea_um2": 7888,
  "drt-total-wl_mm": 10.04,
  "clock-root-buffer": "clkbuf_8",
  "num_antenna_cells": 0,
  "crit_chain": "buf_2",
  "final_cells": 647,
  "synth.top_cell.area_share": 0.5474,
  "path_max_fanout": 2,
  "final_area_um2": 5517,
  "routed_via_density": 5.164,
  "grt_pass1_vias": 3153,
  "worstPathArrival_ns": 0.85,
  "crit_family": "flip-flops",
  "lay_top_cells": "buf_2 (76), clkdlybuf4s50_1 (76), dfrtp_1 (73), nand4b_1 (59), nand2_1 (59)",
  "antenna_found_initial": 0,
  "drive_gt1_frac": 0.3303,
  "crit-reg2reg-launch": "oDATA[65]",
  "slew_viol_final": 0,
  "final_util": 0.6994,
  "dp_slack_ns": -0.6096,
  "power_leakage_nw": 2.541,
  "cts_tree": "yes",
  "drt_iter0_drc": 105,
  "yosysSeqAreaShare": 0.5474,
  "cp.required_ns": 0.80
}
-- cells in the mapped netlist, types with 2 or more instances --
library cell	instances
nand2_1	59
nor3_4	2
a221oi_1	12
clkbuf_1	19
nor2_1	2
mux2i_1	2
nand4b_1	59
dfrtp_1	73
o21ai_1	10
buf_2	18
inv_1	13
buf_4	2
a21oi_1	59
-- layout make-up --
class / count / area share
tap: 102 / 0.02313
sequential: 73 / 0.3311
clock buffer: 12 / 0.02994
multi-input combinational: 211 / 0.2402
inverter: 13 / 0.008846
timing repair buffer: 232 / 0.3577
clock inverter: 4 / 0.009072
-- worst max path at each step --
stage          endpoint       from  depth (start not counted)  slack (ns)
global route  oDATA[16]  oDATA[16]                          1        -0.1
finish        oDATA[15]  oDATA[15]                          1       -0.05
CTS           oDATA[15]  oDATA[15]                          1       -0.07
-- repair_timing --
action / in CTS / in global routing
pin swaps: 6 / 12
endpoints found under the setup margin: 145 / 95
hold endpoints to repair: 73 / 73
gates cloned: 2 / 0
buffers inserted: 23 / 17
resized: 243 / 17
-- registers in the layout, summed over array words and instances, names as in the netlist --
register,flops
oDATA,72
oDATA_VALID,1
-- per-layer routing --
| metal | routed length [um] | up-vias |
|---|---|---|
| met5 | 0 | - |
| met4 | 107 | 0 |
| met3 | 868 | 7 |
| met2 | 4878 | 112 |
| met1 | 4181 | 1605 |
| li1 | - | 1617 |
-- report_power, final --
part	internal (mW)	switching, mW	total, mW
clock	1.35	1.09	2.44
combinational	0.583	0.397	0.980
sequential	3.00	0.0233	3.02
-- cells by family after synthesis --
kind of cell           after synthesis  synth area share
multiplexers                         2          0.005999
AND/OR/NAND/NOR                    125            0.2381
AND-OR/OR-AND                       84            0.1410
buffers and inverters               52           0.06749
flip-flops                          73            0.5474
-- worst register-to-register path, delay by kind of cell (launching register included) --
| kind | cells | cell delay [ns] |
|---|---|---|
| flops | 1 | 0.34 |
| buf+inv | 3 | 0.23 |
| compound gates | 1 | 0.25 |
