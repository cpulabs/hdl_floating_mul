===== design/flow/config.mk =====
export PLATFORM = sky130hd
export DESIGN_NAME = fmul_72bit_normalize_round_even
export DESIGN_NICKNAME = fmul_72bit_normalize_round_even
export VERILOG_FILES = /design/flow/design.v
export SDC_FILE = /design/flow/constraint.sdc
export NUM_CORES = 4
export LEC_CHECK = 1
export CORE_UTILIZATION = 30
export SYNTH_HDL_FRONTEND = slang

===== design/flow/constraint.sdc =====
current_design fmul_72bit_normalize_round_even

set clk_period 1.0
set clk_io_pct 0.2

create_clock -name clk0 -period $clk_period [get_ports {iCLOCK}]

set non_clock_inputs [all_inputs -no_clocks]
set_input_delay [expr $clk_period * $clk_io_pct] -clock clk0 $non_clock_inputs
set_output_delay [expr $clk_period * $clk_io_pct] -clock clk0 [all_outputs]

===== design/flow/design.v =====
`default_nettype none
module fmul_72bit_normalize_round_even(
		input wire iCLOCK,
		input wire inRESET,
		input wire iRESET_SYNC,
		input wire iDATA_VALID,
		output wire oDATA_BUSY,
		input wire iDATA_SIGN,
		input wire [12:0] iDATA_EXP,
		input wire [121:0] iDATA_FRACT,
		input wire iDATA_EXCEPT_EXP_A0,
		input wire iDATA_EXCEPT_EXP_B0,
		input wire iDATA_EXCEPT_EXP_A1,
		input wire iDATA_EXCEPT_EXP_B1,
		input wire iDATA_EXCEPT_FRACT_A0,
		input wire iDATA_EXCEPT_FRACT_B0,
		output wire oDATA_VALID,
		input wire iDATA_BUSY,
		output wire oDATA_SIGN,
		output wire [12:0] oDATA_EXP,
		output wire [60:0] oDATA_FRACT,
		output wire oDATA_EXCEPT_EXP_A0,
		output wire oDATA_EXCEPT_EXP_B0,
		output wire oDATA_EXCEPT_EXP_A1,
		output wire oDATA_EXCEPT_EXP_B1,
		output wire oDATA_EXCEPT_FRACT_A0,
		output wire oDATA_EXCEPT_FRACT_B0
	);
	wire [60:0] nom_fract = (iDATA_FRACT[121])? iDATA_FRACT[121:61] : iDATA_FRACT[120:60];
	wire nom_l = (iDATA_FRACT[121])? iDATA_FRACT[61] : iDATA_FRACT[60];
	wire nom_g = (iDATA_FRACT[121])? iDATA_FRACT[60] : iDATA_FRACT[59];
	wire nom_r = (iDATA_FRACT[121])? iDATA_FRACT[59] : |iDATA_FRACT[58:0];
	wire nom_s = (iDATA_FRACT[121])? |iDATA_FRACT[58:0] : 1'b0;
	wire nom_fract_all1 = &iDATA_FRACT[121:61];
	wire round_inc_ena = nom_g && (nom_l || nom_r || nom_s);
	wire [60:0] result_fract = (nom_fract_all1 && round_inc_ena)? nom_fract + 61'h1 : nom_fract;
	wire [12:0] result_exp = iDATA_EXP + {12'h0, iDATA_FRACT[121]} + {12'h0, round_inc_ena};
	reg b_valid;
	reg b_sign;
	reg [12:0] b_exp;
	reg [60:0] b_fract;
	reg b_except_exp_a0;
	reg b_except_exp_b0;
	reg b_except_exp_a1;
	reg b_except_exp_b1;
	reg b_except_fract_a0;
	reg b_except_fract_b0;
	always@(posedge iCLOCK or negedge inRESET)begin
		if(!inRESET)begin
			b_valid <= 1'b0;
			b_sign <= 1'b0;
			b_exp <= 13'h0;
			b_fract <= 61'h0;
			b_except_exp_a0 <= 1'b0;
			b_except_exp_b0 <= 1'b0;
			b_except_exp_a1 <= 1'b0;
			b_except_exp_b1 <= 1'b0;
			b_except_fract_a0 <= 1'b0;
			b_except_fract_b0 <= 1'b0;
		end
		else if(iRESET_SYNC)begin
			b_valid <= 1'b0;
			b_sign <= 1'b0;
			b_exp <= 13'h0;
			b_fract <= 61'h0;
			b_except_exp_a0 <= 1'b0;
			b_except_exp_b0 <= 1'b0;
			b_except_exp_a1 <= 1'b0;
			b_except_exp_b1 <= 1'b0;
			b_except_fract_a0 <= 1'b0;
			b_except_fract_b0 <= 1'b0;
		end
		else begin
			if(!iDATA_BUSY)begin
				b_valid <= iDATA_VALID;
				b_sign <= iDATA_SIGN;
				b_exp <= result_exp;
				b_fract <= result_fract;
				b_except_exp_a0 <= iDATA_EXCEPT_EXP_A0;
				b_except_exp_b0 <= iDATA_EXCEPT_EXP_B0;
				b_except_exp_a1 <= iDATA_EXCEPT_EXP_A1;
				b_except_exp_b1 <= iDATA_EXCEPT_EXP_B1;
				b_except_fract_a0 <= iDATA_EXCEPT_FRACT_A0;
				b_except_fract_b0 <= iDATA_EXCEPT_FRACT_B0;
			end
		end
	end
	assign oDATA_BUSY = iDATA_BUSY;
	assign oDATA_VALID = b_valid;
	assign oDATA_SIGN = b_sign;
	assign oDATA_EXP = b_exp;
	assign oDATA_FRACT = b_fract;
	assign oDATA_EXCEPT_EXP_A0 = b_except_exp_a0;
	assign oDATA_EXCEPT_EXP_B0 = b_except_exp_b0;
	assign oDATA_EXCEPT_EXP_A1 = b_except_exp_a1;
	assign oDATA_EXCEPT_EXP_B1 = b_except_exp_b1;
	assign oDATA_EXCEPT_FRACT_A0 = b_except_fract_a0;
	assign oDATA_EXCEPT_FRACT_B0 = b_except_fract_b0;
endmodule
`default_nettype wire

===== design/flow/run.sh =====
#!/bin/bash
# OpenROAD 26Q1-2900-gdf79404cd8, Yosys 0.63+post, stock flow scripts
make -C /OpenROAD-flow-scripts/flow DESIGN_CONFIG=/design/flow/config.mk WORK_HOME=/design/flow/orfs finish

==> Slide: Implementation Results <==
Run Summary

Clock network
  • Clk sink count: 82
  • Clock Latency Late Sink: 350 ps
  • CTS clk-pin slew, worst paths: 60 ps
  • Root Driver: clkbuf_16
  • Clock Tree Buf Depth: 2
  • Total CTS buffers: 9
  • CTS tree: yes
  • H-tree depth: 3

Setup path
  • CP max stage delay: 270 ps
  • Critical Path Source: iDATA_FRACT[26]
  • Startpoint types: input port
  • Crit-path slowest cell: nor4_1
  • Worst reg2reg endpoint: oDATA_FRACT[42]
  • Crit Reg-Reg Startpoint: oDATA_FRACT[42]
  • Crit Path Class: input port to flip-flop
  • R2r setup slk: 60 ps
  • Worst Reg2Reg Path Length in Cells: 3
  • Setup crit end: oDATA_EXP[6]
  • Worst path arrival time: 2320 ps
  • Crit-path most repeated cell: nor2_1
  • Critical Path, Cell by Cell: buf_6 > nor4_4 > nand4_1 > nor4_1 > a41o_1 > fa_2 > inv_2 > ha_4 > and3_4 > nand3_2 > xor2_1 > nor2_1 > a21oi_1 > nor2_1
  • Highest fanout seen on the critical path: 5
  • CP endpoint kind: flip-flop
  • Worst EP required: 1220 ps

Routing
  • Vias post-DR: 4801
  • Vias per cell: 5.00
  • Number of DRC markers in iteration 0: 267
  • DRC errors left: 0
  • Final wirelength: 17.8 mm
  • DR pass1 iterations: 8
  • DR WL/cell: 18.6 µm
  • Antenna diodes: 0
  • Antenna-violating nets left: 0

Cells and area
  • Logic area: 2590 µm²
  • Share of cells above drive strength 1: 52.1%
  • Fill cell count: 1185
  • Design Area, Final: 8280 µm²
  • Area grow syn2layout: 90.7%
  • FF/Latch Area: 2050 µm²
  • Final core utilization: 59.2%
  • Non-Filler Instances: 961

Die
  • Row cnt: 43
  • Die area: 15000 µm²
  • Initial Util: 31.1%
  • Ports: 230
  • Die width: 122 µm
  • Die height: 122 µm
  • Core area: 14000 µm²

STA
  • RSZ-0062 raised after global routing: yes
  • Worst relative slew slack: 59.4%
  • Final WS setup: -1100 ps
  • Worst-Margin Slew: 608 ps
  • Max Fclk: 477 MHz
  • Final setup viols: 190
  • Tcrit/Tclk final: 210%
  • Minimum clock period: 2100 ps
  • Clk_skew: 0 ps
  • Final hold violations: 0
  • WHS: 211 ps
  • Slew Limit Fails: 0
  • Setup TNS Final: -57230 ps

Global routing
  • Initial antenna violation count: 0
  • Vias in the first global route: 4715
  • Largest net degree at the start of global routing: 41
  • GRT Overall Usage: 24.0%
  • Global-route wire length before repair: 26.2 mm
  • Overflow after GRT: 0

Synth
  • Yosys Chip Area: 4340 µm²
  • Area of the mapped netlist: 4340 µm²
  • Area leader share: 47.2%
  • Avg Inst Size Synth: 10.4 µm²
  • Synth flops: 82
  • Ys flop type: dfrtp_1
  • Yosys cell count: 419
  • Ranking of synthesized cells by area: dfrtp_1, mux2i_1, mux2_2
  • EDFF count, synth: 0
  • Register share after synthesis: 47.2%
  • Mapped Cells: 419
  • Cell type with the largest total area: dfrtp_1
  • Synth warnings: 0
  • Fraction of registers with async set/reset: 100%
  • Cell variety after synth: 32

Place
  • Area after DPL: 7510 µm²
  • Port Buf Inserts: 229
  • Inst Count DP: 881
  • HPWL Detailed: 13.2 mm
  • Dpl ws: -1960 ps
  • RePlAce Congestion: 0.996

Power and ir drop
  • Register share of total power: 36.3%
  • Comb pwr share: 23.3%
  • Cell internal pwr: 7.59 mW
  • Clk pwr share: 40.4%
  • Pwr Density: 1210 nW/µm²
  • Worst IR Drop VDD: 0.000880 V
  • Total power: 10.0 mW
  • Leakage power: 4.10 nW
  • Switching Share: 24.3%
  • Net Switching: 2.43 mW

Worst hold path
  • Min-delay worst type: input port to flip-flop

Job
  • Log Warnings: 28
  • Max-cap check violation count: 0

Status
  • Run status: finished, violations left
  • Failing checks: setup timing
[layout make-up]
| cell class | instances | share of cell area (%) |
|---|---|---|
| inverter | 4 | 0.211 |
| clock buffer | 10 | 2.76 |
| clock inverter | 6 | 1.66 |
| tap | 180 | 2.72 |
| sequential | 82 | 24.8 |
| multi-input combinational | 304 | 31.3 |
| timing repair buffer | 375 | 36.6 |
[Yosys cell counts, drive strengths merged, types with 2 or more instances]
cell and count:
nand4 18, o21ai 31, xor2 6, mux2i 42
clkbuf 23, xnor2 5, nor2b 2, a32o 29
a21oi 12, buf 9, ha 2, and3 4
nand2 48, dfrtp 82, o211ai 2, nor4 19
mux2 30, nor3 6, inv 4, nand3 6
nor2 32
[sequential cells by signal, summed over array words and instances (netlist names)]
register	flops
oDATA_FRACT	61
oDATA_EXP	13
oDATA_EXCEPT_EXP_A0	1
oDATA_EXCEPT_EXP_A1	1
oDATA_EXCEPT_EXP_B0	1
oDATA_EXCEPT_EXP_B1	1
oDATA_EXCEPT_FRACT_A0	1
oDATA_EXCEPT_FRACT_B0	1
oDATA_SIGN	1
oDATA_VALID	1
[metal layers]
| layer | wire, µm | GRT usage, % | vias up | share of wire [%] |
|---|---|---|---|---|
| met1 | 7850 | 36.8 | 2300 | 44 |
| met4 | 303 | 3.35 | 0 | 1.7 |
| met2 | 8290 | 37.1 | 190 | 46 |
| li1 | - | - | 2292 | - |
| met3 | 1410 | 4.55 | 19 | 7.9 |
| met5 | 0 | 0 | - | 0 |
[power groups by stage]
stage / Combinational [mW] / Clock, mW / Sequential [mW]
5_1_grt: 2.53 / 4.26 / 3.66
6_report: 2.34 / 4.05 / 3.64
4_1_cts: 2.11 / 4.12 / 3.64
[cell families (layout without fill, tap and decap cells)]
kind of cell             count (synthesis)  after routing  share of synthesized area [%]
flip-flops                              82             82                           47.2
adder cells (fa/ha/maj)                  3              3                           1.04
multiplexers                            72             72                           17.5
buffers and inverters                   36            395                           4.00
XOR/XNOR                                11             11                           2.22
AND/OR/NAND/NOR                        138            141                           15.5
AND-OR/OR-AND                           77             77                           12.6
[critical path, delay by kind of cell]
family,cells,cell delay (ps)
AOI/OAI and AO/OA,2,390
and+or+nand+nor,7,1050
xor gates and xnor gates,1,150
buffers and inverters,2,150
adders and majority gates,2,380
[placed cells by master (no fill, tap or decap), types with 29 or more instances in the layout]
master / netlist / final
buf_2: 4 / 98
a32o_1: 29 / 29
dfrtp_1: 82 / 82
buf_4: 1 / 124
mux2i_1: 42 / 40
o21ai_2: 0 / 30
clkdlybuf4s50_1: 0 / 30
nand2_1: 48 / 40
nor2_1: 32 / 31
[worst min path at each step]
| stage | startpoint | endpoint | slack (ps) | cells after the start |
|---|---|---|---|---|
| 6_report | iDATA_FRACT[77] | oDATA_FRACT[17] | 210 | 3 |
| 5_1_grt | iDATA_FRACT[100] | oDATA_FRACT[39] | 230 | 3 |
| 4_1_cts | iDATA_BUSY | oDATA_EXP[7] | 250 | 4 |
[timing repair]
action | 4_1_cts | 5_1_grt
endpoints found under the setup margin | 165 | 229
hold endpoints to repair | 82 | 82
pin swaps | 62 | 50
cloned | 5 | 3
hold buffers | 1 | 1
gates resized | 498 | 128
setup buffers | 24 | 32
No activity file was given, so power comes from the tool's default toggle rates.
